==> ./design.v <==
module FinalProject(input [3:0] in, input [1:0]pushButton, input clk, onOff, output [0:6] Hex0, Hex1, Hex2, Hex3, Hex4, Hex5, output readyLed);
	reg [1:0]state = 0;  
	reg [3:0]hexVal0, hexVal1, hexVal2, hexVal3, hexVal4, hexVal5;  
	secondsClock clock1(clk, clock);
	wire[3:0] minuteCountVal1;  
	wire[3:0] minuteCountVal2;
	wire[3:0] hourCountVal1;
	wire[3:0] hourCountVal2;
	ovenClock ovenClk(clk, onOff, minuteCountVal1, minuteCountVal2, hourCountVal1, hourCountVal2);  
	wire[3:0] hex0;  
	wire[3:0] hex1;
	wire[3:0] hex2;
	wire[3:0] hex3;
	reg[9:0] tempVal;
	reg[9:0] timerVal;
	temp_input tmp_in(clk, onOff, pushButton[1:0], in[3:0], hex0, hex1, hex2, hex3);  
	wire[3:0] tempHex0;  
	wire[3:0] tempHex1;
	wire[3:0] tempHex2;
	wire[3:0] tempHex3;
	bakingState bake(clk, state[1:0], timerVal, tempVal, tempHex0, tempHex1, tempHex2, tempHex3, readyLed);  
	always @(negedge clock) begin
		if(onOff == 0) begin  
			hexVal0 <= minuteCountVal1;
			hexVal1 <= minuteCountVal2;
			hexVal2 <= hourCountVal1;
			hexVal3 <= hourCountVal2;
			hexVal4 <= 11;  
			hexVal5 <= 11;
			state = 0;
		end else begin
			if(state == 0) begin  
				hexVal0 <= hex0;
				hexVal1 <= hex1;
				hexVal2 <= hex2;
				hexVal3 <= 11;
				hexVal4 <= 11;
				hexVal5 <= 11;
				if(pushButton[1] == 0) begin  
					tempVal <= hex0 + (hex1 * 10) + (hex2 * 100);  
					state <= 1;
				end
			end else if (state == 1) begin  
				hexVal0 <= hex0;
				hexVal1 <= hex1;
				hexVal2 <= hex2;
				hexVal3 <= hex3;
				hexVal4 <= 11;
				hexVal5 <= 11;
				if(pushButton[1] == 0) begin  
					timerVal <= (hex0 + (hex1 * 10) + (hex2 * 60) + ((hex3 * 10) * 60));  
					state <= 2;
				end
			end else if (state == 2) begin  
				hexVal0 <= tempHex0;
				hexVal1 <= tempHex1;
				hexVal2 <= tempHex2;
				hexVal3 <= tempHex3;
				hexVal4 <= 11;
				hexVal5 <= 11;
			end
		end
	end
	sevenSeg Seg0(hexVal0, Hex0);  
	sevenSeg Seg1(hexVal1, Hex1); 
	sevenSeg Seg2(hexVal2, Hex2);
	sevenSeg Seg3(hexVal3, Hex3); 
	sevenSeg Seg4(hexVal4, Hex4); 
	sevenSeg Seg5(hexVal5, Hex5);
endmodule
module bakingState(input clk, input [1:0]state, input[9:0] timerVal, input [9:0]inputTemp, output reg[3:0] tempVal0, tempVal1, tempVal2, tempVal3, output reg readyLight = 0);
	reg[9:0] currentTemp = 65;  
	reg[9:0] counter = 0;  
	reg[1:0] timerComplete = 0;  
	secondsClock clock4(clk, clock);
	always @ (posedge clock) begin 
		if(state == 2) begin  
			if(currentTemp == inputTemp) begin  
				if(counter < timerVal) begin  
					counter = counter + 1;
				end else if(timerComplete == 0) begin	 
					timerComplete = 1;  
				end
				tempVal3 = ((timerVal - counter) / 60) / 10;  
				tempVal2 = ((timerVal - counter) / 60) % 10;  
				tempVal1 = ((timerVal - counter) % 60) / 10;  
				tempVal0 = ((timerVal - counter) % 60) % 10;  
				readyLight <= 1;  
			end
			if(timerComplete == 0 && currentTemp != inputTemp) begin
				if (currentTemp + 2 >= inputTemp) begin  
					currentTemp <= inputTemp;
				end else if (currentTemp < inputTemp) begin  
					currentTemp <= currentTemp + 2;
				end
				tempVal0 <= currentTemp % 10;  
				tempVal1 <= (currentTemp / 10) % 10;
				tempVal2 <= (currentTemp / 100) % 10;
				tempVal3 <= 11;
			end else if(timerComplete == 1) begin  
				if(currentTemp - 2 <= 65) begin  
						currentTemp <= 65;
				end else if(currentTemp > 65) begin  
					readyLight <= 0;  
					currentTemp <= currentTemp - 2;
				end 
				tempVal0 <= currentTemp % 10;  
				tempVal1 <= (currentTemp / 10) % 10;
				tempVal2 <= (currentTemp / 100) % 10;
				tempVal3 <= 11;
			end
		end 
	end
endmodule 
module ovenClock(input clk, onOff, output reg[3:0]minuteCountVal1 = 0, output reg[3:0]minuteCountVal2 = 0, output reg[3:0]hourCountVal1 = 0, output reg[3:0]hourCountVal2 = 0, output [0:6] Hex0, Hex1, Hex2, Hex3);
	wire clock;
	reg[6:0] secondCount = 0;
	secondsClock clock1(clk, clock);
	always @ (posedge clock) begin 
			if(minuteCountVal1 == 9) begin  
				minuteCountVal1 <= 0;
				if(minuteCountVal2 == 5) begin  
					minuteCountVal1 <= 0;
					minuteCountVal2 <= 0;
					if(hourCountVal2 == 2 && hourCountVal2 == 4) begin  
						hourCountVal2 <= 0;
						hourCountVal1 <= 0;
					end
					if(hourCountVal1 == 9) begin   
						hourCountVal1 <= 0;
						hourCountVal2 <= hourCountVal2 + 1;
					end else begin
						hourCountVal1 <= hourCountVal1 + 1;  
					end
				end else begin
					minuteCountVal2 <= minuteCountVal2 + 1;  
				end
			end else begin
				minuteCountVal1 <= minuteCountVal1 + 1;  
			end
	end	
endmodule 
	module secondsClock(input clk, output reg new_clk);
	reg[24:0] count = 0;
	always @(posedge clk) begin	
			if(count < 25000000) begin  
				count = count + 1;  
			end else begin
				count = 0;
				new_clk = ~new_clk;
			end
	end
endmodule
module sevenSeg(input [3:0]A, output reg [0:6] Seg);
	always @(A) begin		
		case (A)  
			0: begin                
				Seg = 7'b0000001;       
				end
			1: begin                
				Seg = 7'b1001111;       
				end
			2: begin               
				Seg = 7'b0010010;
				end
			3: begin                
				Seg = 7'b0000110;
				end
			4: begin                
				Seg = 7'b1001100;
				end
			5: begin
				Seg = 7'b0100100;
				end
			6: begin   
				Seg = 7'b0100000;
				end
			7: begin
				Seg = 7'b0001111;
				end
			8: begin
				Seg = 7'b0000000;
				end
			9: begin
				Seg = 7'b0000100;
				end
			10: begin  
				Seg = 7'b0000100;
				end
			11: begin  
				Seg = 7'b1111111;
				end
			default: begin
				Seg = 7'b1111111;
				end
		endcase
	end
endmodule 	
module temp_input(input clk, onOff, input [1:0] btn, input [3:0]sw, output reg [3:0]hex0, hex1, hex2, hex3);
	reg [2:0]state = 0;  
	secondsClock clock2(clk, clock);
	always @(negedge clock) begin
		if(onOff == 0) begin
			hex3 <= 0;  
			hex2 <= 0; 
			hex1 <= 0;
			hex0 <= 0;
			state = 0;
		end
		if (state == 0) begin 
			hex0 <= (sw[3] * 4) + (sw[2] * 3) + (sw[1] * 2) + (sw[0] * 1);  
			if (btn[0] ==0 ) begin
				state <= 1;
			end
		end else if (state == 1) begin
			hex1 <= (sw[3] * 4) + (sw[2] * 3) + (sw[1] * 2) + (sw[0] * 1);  
			if (btn[0] == 0) begin
				state <= 2;
			end
		end else if (state == 2) begin
			hex2 <= (sw[3] * 3) + (sw[2] * 2) + (sw[1] * 1);  
			if (btn[1] == 0) begin  
				hex3 <= 0;  
				hex2 <= 0; 
				hex1 <= 0;
				hex0 <= 0;
				state <= 3;
			end
		end else if (state == 3) begin
			hex0 <= (sw[3] * 4) + (sw[2] * 3) + (sw[1] * 2) + (sw[0] * 1);  
			if (btn[0] == 0) begin
				state <= 4;
			end
		end else if (state == 4) begin 
			hex1 <= (sw[3] * 4) + (sw[2] * 3) + (sw[1] * 2) + (sw[0] * 1);  
			if (btn[0] == 0) begin
				state <= 5;
			end
		end else if (state == 5) begin
			hex2 <= (sw[3] * 4) + (sw[2] * 3) + (sw[1] * 2) + (sw[0] * 1);  
			if (btn[0] == 0) begin
				state <= 6;
			end
		end else if (state == 6) begin
			hex3 <= (sw[2] * 3) + (sw[1] * 2) + (sw[0] * 1);  
		end
	end
endmodule 
==> ./run.sh <==
#!/bin/bash
# OpenROAD 26Q1-2900-gdf79404cd8, Yosys 0.63+post, stock flow scripts
make -C /OpenROAD-flow-scripts/flow DESIGN_CONFIG=/design/flow/config.mk WORK_HOME=/design/flow/orfs finish
==> ./config.mk <==
export PLATFORM = sky130hd
export DESIGN_NAME = FinalProject
export DESIGN_NICKNAME = FinalProject
export VERILOG_FILES = /design/flow/design.v
export SDC_FILE = /design/flow/constraint.sdc
export NUM_CORES = 4
export LEC_CHECK = 1
export CORE_UTILIZATION = 50
==> ./constraint.sdc <==
current_design FinalProject

set clk_period 4.4
set clk_io_pct 0.2

create_clock -name clk0 -period $clk_period [get_ports {clk}]

set non_clock_inputs [all_inputs -no_clocks]
set_input_delay [expr $clk_period * $clk_io_pct] -clock clk0 $non_clock_inputs
set_output_delay [expr $clk_period * $clk_io_pct] -clock clk0 [all_outputs]
==> notes.md <==
run metrics: Relative slew margins=38.7%, fmax=0.450 GHz, CTS Buf Count=9, mean cell area of the mapped netlist=8.71 um^2, Pre-Place Util=50.9%, Detailed Place HPWL=29000 um, placed inst area=18800 um^2, FP Rows=69, Final setup viols=0, setup TNS=0 ps, status=finished, violations left, Pleak=7.95 nW, Syn Inst Count=2084, port bufs=36, Netlist cell types=109, Die H=193 um, DRC viols=12, Commonest Layout Cell=nor2_1, WL/cell=14.9 um, Vias=14200, I/O Pins=51, Synth flops=244, post-route insts no fill=2532, Antenna Nets Post-Route=0, full die area=37100 um^2, largest net degree at the start of global routing=67, GPL Wtd Cong=0.882, global-route wire length before repair=63600 um, final wirelength=37700 um, register pins left without a clock=140, Placed Cells=2516, maxcap violations=0, Antenna Diode Count=0, initial antenna violation count=0, gr usage total=21.8%, most instantiated logic cells after routing=nor2_1, dfxtp_1, nand2_1, crit path capture type=register, Async SR Flop Fraction=0%, pwr dens=97.1 nW/um^2, Post CTS Setup Buffer Count=0, top_reg_cell synth=dfxtp_1, failing checks=DRC, Hold WC Path Type=register to register, number of enable flip-flop cells=91, Initial DRC Count=779, clk slew on worst S/H paths=70 ps, Worst Skew=12.1 ps, Post-Syn Area=18200 um^2, Crit Path Class=register to register, drt first pass iters=47, Worst setup startpoint=ovenClk.clock1.count[2], CTS Buffer Depth=2, Latency at later pin=350 ps, hold wc startpoint=bake.clock4.count[0], tool warning count=62, cts hold-fix bufs=0, core area=35700 um^2, critical path startpoint category=register, Worst Path Max Fanout=5, YS chip area=18200 um^2, root buffer cell=clkbuf_16, cycle use final=50.5%, vias in the first global route=12900, Fin. Hold Viols=0, CTS H-Tree Depth=3, synthesis-to-finish area growth=5.40%, Final min period=2220 ps, peak supply drop=0.000237 V, worst-margin pin slew=919 ps, reg-to-reg critical path startpoint=ovenClk.clock1.count[2], Seq share, synth=31.9%, vias per cell=5.60, Crit path arrival time=2490 ps, die width=193 um, synth warn=9, Final WS setup=2180 ps, endpoints left unconstrained=256, Final Instance Area=19100 um^2, Max Slew Vio Count=0, layout cell share with drive strength beyond 1=5.02%, Setup WS pre-CTS=2180 ps, PostCTS Resize Cnt=0, CTS tree=yes, Worst Path Required=4670 ps, gr ovfl total=0, ys cells=2084, RSZ-0062 raised after global routing=false
-- through the flow --
stage          hold WS [ps]  power (mW)  utilization [%]
2_1_floorplan           426        1.06                -
3_3_place_gp            437        1.08             52.8
3_5_place_dp            455        1.08             52.8
4_1_cts                 474        1.88             53.7
5_1_grt                 501        1.94             53.7
6_report                468        1.86             53.7
-- critical path: stages, from the launching register on --
cell and delay, ps:
dfxtp_1 380, and3_1 220, and3_1 210, nand3_1 100, nor2_1 190, and4_1 280, and2_1 180, nand2b_1 120
or3_1 330, a21oi_1 140
-- cell usage after synthesis (all sizes together) (25+ instances only) --
master	instances	area, um^2
xnor2	115	1050
a21o	26	195
edfxtp	91	2730
buf	40	239
dfxtp	153	3060
nor2b	25	156
nor3	38	206
o21ai	93	469
nand2b	30	195
ha	138	1730
nor2	254	956
nand4	26	163
inv	126	473
mux2i	49	490
xor2	81	709
and3	40	255
nand3	89	450
fa	25	500
clkbuf	56	210
nand2	143	537
a21oi	128	656
-- area by class of cell --
class / instances / area (um^2)
Inverter: 128 / 480
Multi-Input combinational cell: 1629 / 11500
Clock inverter: 7 / 81.3
Tap cell: 461 / 577
Timing Repair Buffer: 54 / 495
Fill cell: 3244 / 16500
Sequential cell: 244 / 5800
Clock buffer: 9 / 225
-- sequential cells by signal, summed over array words and instances (netlist names), 7 cells and up --
| name | flops |
|---|---|
| tempVal | 10 |
| Hex1 | 7 |
| bake.currentTemp | 10 |
| Hex0 | 7 |
| bake.clock4.count | 25 |
| Hex2 | 7 |
| ovenClk.clock1.count | 25 |
| clock1.count | 25 |
| timerVal | 10 |
| Hex3 | 7 |
| bake.counter | 10 |
| tmp_in.clock2.count | 25 |
-- report_power, final --
group          internal, mW  leakage [nW]  switching [mW]  total [mW]
combinational        0.0434          5.67          0.0657       0.109
clock                 0.408         0.150           0.388       0.796
sequential            0.952          2.12               0       0.952
total                  1.40          7.95           0.454        1.86
-- per-layer routing --
metal	part of all wire (%)	up-vias	global-route usage, %
met4	0.49	0	1.12
met1	49	6580	34.4
met5	0	-	0
met2	46	241	34.6
li1	-	7338	-
met3	4.3	16	2.82
-- cell families after synthesis --
family,count (synthesis),share of synthesized area [%]
multiplexers,64,3.63
AND/OR/NAND/NOR,718,19.0
adder cells (fa/ha/maj),169,12.6
flip-flops,244,31.9
AND-OR/OR-AND,467,17.9
buffers and inverters,224,5.12
other,1,0.0207
XOR/XNOR,197,9.81
-- path summary, 6_finish.rpt --
kind / cells past startpoint / end / slack (ps)
setup reg to reg: 9 / ovenClk.clock1.count[21] / 2180
hold reg to reg: 1 / bake.clock4.count[0] / 470
setup / recovery: 9 / ovenClk.clock1.count[21] / 2180
hold / removal: 1 / bake.clock4.count[0] / 470
Power is estimated from default activity; no workload was simulated.
