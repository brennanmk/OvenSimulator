File: flow/run.sh
#!/bin/bash
# OpenROAD 26Q1-2900-gdf79404cd8, Yosys 0.63+post, stock flow scripts
make -C /OpenROAD-flow-scripts/flow DESIGN_CONFIG=/design/flow/config.mk WORK_HOME=/design/flow/orfs finish
File: flow/config.mk
export PLATFORM = sky130hd
export DESIGN_NAME = fastClock
export DESIGN_NICKNAME = fastClock
export VERILOG_FILES = /design/flow/design.v
export SDC_FILE = /design/flow/constraint.sdc
export NUM_CORES = 4
export LEC_CHECK = 1
export CORE_AREA = 10 10 107 107
export DIE_AREA = 0 0 117 117
File: flow/constraint.sdc
current_design fastClock

set clk_period 5.0
set clk_io_pct 0.2

create_clock -name clk0 -period $clk_period [get_ports {clk}]

set non_clock_inputs [all_inputs -no_clocks]
set_input_delay [expr $clk_period * $clk_io_pct] -clock clk0 $non_clock_inputs
set_output_delay [expr $clk_period * $clk_io_pct] -clock clk0 [all_outputs]
File: flow/design.v
	module fastClock(input clk, output reg new_clk);
	reg[24:0] count = 0;
	always @(posedge clk) begin	
			if(count < 10000000) begin  
				count = count + 1;  
			end else begin
				count = 0;
				new_clk = ~new_clk;
			end
	end
endmodule
==> metrics.csv <==
stage,metric,value,unit
drt,remaining routing DRC violations,0,
setup_path,largest stage delay on the critical path,0.48,ns
clocking,clk root buf,sky130_fd_sc_hd__clkbuf_8,
logic_synthesis,Top cells by area,"sky130_fd_sc_hd__dfxtp_1 (42%), sky130_fd_sc_hd__xnor2_1 (8.0%), sky130_fd_sc_hd__nor2_1 (5.0%), sky130_fd_sc_hd__or3_1 (4.7%), sky130_fd_sc_hd__a21oi_1 (3.8%)",
power,total power per unit cell area,313,mW/mm^2
final_timing,Final Skew,0.00481,ns
power,worst voltage drop across the vdd grid,85.7,uV
outcome,status,"finished, final reports clean",
logic_synthesis,"Chip Area, Yosys",0.00120,mm^2
place,quantity of I/O buffers inserted on ports,1,
drt,number of iterations in the first detailed-routing pass,4,
clocking,number of buffers inserted during clock tree synthesis,3,
logic_synthesis,share of flip-flops with an asynchronous set or reset after synthesis,0,%
logic_synthesis,synthesized netlist cell count,136,
drt,number of DRC markers in iteration 0,17,
finish,most frequent standard cell in the layout excluding fill and tap cells,sky130_fd_sc_hd__dfxtp_1,
setup_path,type of the worst setup path,register to output pin,
setup_path,flop2flop setup slack,2.91,ns
floorplan,I/O pin count,2,
job,number of maximum-capacitance constraint violations,0,
setup_path,"Max FO, Critical Path",2,
grt,GR Util All Layers,3.14,%
floorplan,Core Box Area,0.00920,mm^2
logic_synthesis,number of warnings reported in the yosys synthesis log,1,
logic_synthesis,Dominant Register Cell,sky130_fd_sc_hd__dfxtp_1,
final_timing,highest attainable clock frequency,475,MHz
grt,first-pass GRT wire length,3.75,mm
clocking,clock latency at the later pin of the worst-skew pair,0.27,ns
drt,total via count in the routed design,903,
floorplan,die extent in y,117,um
power,standby leakage power,0.400,nW
grt,global-route congestion overflow total,0,
clocking,cts-stage hold buffer count,0,
setup_path,Crit-path slowest cell,sky130_fd_sc_hd__clkdlybuf4s50_1,
clocking,number of gates given a new drive strength after cts,0,
logic_synthesis,Yosys cell types,34,
clocking,CTS tree,done,
finish,most frequently placed logic cells in the final layout,"sky130_fd_sc_hd__dfxtp_1 (25), sky130_fd_sc_hd__nor2_1 (16), sky130_fd_sc_hd__xnor2_1 (11)",
final_timing,RSZ-0062 raised after global routing,no,
grt,antenna violations before repair,0,
logic_synthesis,Synthesized registers,26,
logic_synthesis,number of flops mapped to enable cells by yosys,1,
drt,Total Routed Length,2.09,mm
finish,Filler Cells Inserted,1022,
logic_synthesis,cell type with the largest total area after synthesis,sky130_fd_sc_hd__dfxtp_1,
clocking,post-CTS setup buffers,0,
setup_path,Setup crit start kind,register,
power,Final Power,0.435,mW
logic_synthesis,Synth Seq Share,44.2,%
clocking,clock sinks,26,
floorplan,die width,117,um
logic_synthesis,total cells reported by yosys after synthesis,136,
final_timing,"Setup violations, final",0,
setup_path,Crit. End Element,output pin,
grt,maximum number of pins on one net before global-route repair,21,
finish,Area Overhead vs Synth,15.7,%
floorplan,number of core rows,35,
setup_path,CP Data Required Time,4.00,ns
setup_path,"Largest delay share family, worst path",buffers and inverters,
drt,post-DR wirelength/cell,8.47,um
grt,number of global-route vias before repair,839,
logic_synthesis,Synth Area per Inst,8.83,um^2
job,number of warnings the tools reported,25,
floorplan,effective utilization at floorplan,13.1,%
logic_synthesis,portion of synthesized cell area occupied by the leading cell type,41.7,%
final_timing,fin crit period,2.10,ns
drt,drt via density,3.66,
floorplan,Die Footprint,0.0137,mm^2
logic_synthesis,area of the mapped netlist,0.00120,mm^2
finish,proportion of layout cells with a drive suffix above 1,7.35,%
final_timing,final critical-path share of the clock period,42.1,%
drt,# diodes,0,
place,estimated wirelength of the detail-placed design,1.38,mm
clocking,clock tree buffer depth,2,
clocking,register clock-pin slew on the reported worst setup and hold paths,0.09,ns
setup_path,worst path cell trace,clkdlybuf4s50_1,
setup_path,Buffers & Inverters on Critical Path,1,
final_timing,number of hold-slack violations in the final timing report,0,
setup_path,data arrival time of the critical path,1.10,ns
final_timing,Setup TNS Final,0,ns
place,final RePlAce weighted congestion,0.837,
final_timing,max-slew violation count,0,
clocking,H-tree depth,1,
hold_path,path class of the lowest-slack min-delay path,register to register,
drt,post-route antenna net violation count,0,
==> layout make-up <==
| type | instances | area, um^2 | area share (%) |
|---|---|---|---|
| Clock buffer | 3 | 41.3 | 2.97 |
| Multi-Input combinational cell | 98 | 609 | 43.8 |
| Inverter | 6 | 22.5 | 1.62 |
| Clock inverter | 1 | 30.0 | 2.16 |
| Timing Repair Buffer | 2 | 17.5 | 1.26 |
| Sequential cell | 26 | 531 | 38.2 |
| Tap cell | 111 | 139 | 9.99 |
==> power by group <==
group | switching (mW) | internal, mW | total, mW
Combinational | 0.0126 | 0.0136 | 0.0262
Clock | 0.0647 | 0.107 | 0.172
Sequential | 0.0154 | 0.222 | 0.237
==> cell usage after synthesis, drive strengths merged, types with 2 or more instances <==
library cell  number
buf                3
o21ai              9
clkbuf             3
nor2              16
nand4              6
nor2b              2
or4                3
xor2               2
or3                9
xnor2             11
nand3              7
dfxtp             25
nor4               4
nand2              5
inv                6
nor3               3
a21oi              9
==> metal layers <==
| layer | routed length [um] | track usage, % | vias up |
|---|---|---|---|
| li1 | - | - | 483 |
| met1 | 1120 | 4.72 | 407 |
| met2 | 932 | 4.84 | 13 |
| met3 | 44 | 0.206 | 0 |
| met4 | 0 | 0.659 | 0 |
| met5 | 0 | 0 | - |
==> sequential cells by signal (all words and copies together) (netlist names) <==
| signal | count |
|---|---|
| count | 25 |
| new_clk | 1 |
==> cells by family (layout without fill, tap and decap cells) <==
logic type	count (synthesis)	after routing	synth area share, %
AOI/OAI and AO/OA	25	25	12.9
buffers and inverters	12	12	5.10
xor gates and xnor gates	13	13	9.48
adders and majority gates	1	1	1.04
other	1	1	0.312
and+or+nand+nor	58	58	27.0
DFF	26	26	44.2
==> metrics by stage <==
stage | setup WS [ns] | hold slack, ns | util [%] | area (um^2) | instances
final | 2.90 | 0.481 | 15.1 | 1390 | 247
after global routing | 2.74 | 0.506 | 15.1 | 1390 | 247
after CTS | 2.86 | 0.486 | 15.1 | 1390 | 247
after detailed placement | 2.92 | 0.467 | 14.3 | 1320 | 243
after global placement | 2.97 | 0.453 | 14.3 | 1320 | 243
after floorplan | 3.06 | 0.425 | - | 1200 | 136
==> worst paths after layout <==
| check | from | endpoint | cells past startpoint |
|---|---|---|---|
| max | new_clk | new_clk | 1 |
| min | count[24] | count[22] | 1 |
| max reg2reg | count[0] | count[22] | 5 |
| min reg2reg | count[24] | count[22] | 1 |
Power figures rest on the tool's default switching activity, not on a simulated workload.
